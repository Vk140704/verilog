## flow/config.mk

```make
export PLATFORM = sky130hd
export DESIGN_NAME = FIFO_sync
export DESIGN_NICKNAME = FIFO_sync
export VERILOG_FILES = /design/flow/design.v
export SDC_FILE = /design/flow/constraint.sdc
export NUM_CORES = 4
export LEC_CHECK = 1
export CORE_UTILIZATION = 30
```

## flow/constraint.sdc

```tcl
current_design FIFO_sync

set clk_period 4.0
set clk_io_pct 0.2

create_clock -name clk0 -period $clk_period [get_ports {clk}]

set non_clock_inputs [all_inputs -no_clocks]
set_input_delay [expr $clk_period * $clk_io_pct] -clock clk0 $non_clock_inputs
set_output_delay [expr $clk_period * $clk_io_pct] -clock clk0 [all_outputs]
```

## flow/design.v

```verilog
module FIFO_sync #(
  parameter FIFO_depth = 8,
  parameter data_width = 4
)(
  input clk,
  input rst,
  input cs, 
  input w_en,
  input r_en,
  input [data_width-1:0] data_in,
  output reg [data_width-1:0] data_out,
  output wire full,
  output wire empty
);
  localparam FIFO_depth_log = $clog2(FIFO_depth);
  reg [data_width-1:0] fifo [0:FIFO_depth-1];
  reg [FIFO_depth_log:0] write_pointer;
  reg [FIFO_depth_log:0] read_pointer;
  always@(posedge clk or negedge rst) begin
    if(!rst) begin
      write_pointer <= 0;
    end
    else if(cs && w_en && !full) begin
      fifo[write_pointer[FIFO_depth_log-1:0]] <= data_in;
      write_pointer <= write_pointer + 1'b1;
    end
  end
  always@(posedge clk or negedge rst) begin
    if(!rst) begin
      data_out <= 0;
      read_pointer <= 0;
    end
    else if(cs && r_en && !empty) begin
      data_out <= fifo[read_pointer[FIFO_depth_log-1:0]];
      read_pointer <= read_pointer + 1'b1;
    end
  end
  assign empty = (read_pointer == write_pointer);
  assign full = (read_pointer[FIFO_depth_log-1:0] == write_pointer[FIFO_depth_log-1:0]) && 
                (read_pointer[FIFO_depth_log] != write_pointer[FIFO_depth_log]);
endmodule
```

## flow/run.sh

```bash
#!/bin/bash
# OpenROAD 26Q1-2900-gdf79404cd8, Yosys 0.63+post, stock flow scripts
make -C /OpenROAD-flow-scripts/flow DESIGN_CONFIG=/design/flow/config.mk WORK_HOME=/design/flow/orfs finish
```

==> metrics.yaml <==
boundaryPins: 15
end_kind: "primary output"
whs_ps: 513
synth.avg_cell_area_um2: 14.4
ys.flops: 44
pre_cts_ws_ps: 1380
fmax_mhz: 355
cts-root-buf: "clkbuf_8"
antennaDiodeCount: 0
clkPwrFrac: 0.227
status: "finished, final reports clean"
dpl_cell_area_um2: 2210
yosysWarnings: 2
skew_ps: 3.68
ys_types: 27
worstHoldPathType: "reg -> reg"
viasPerCell: 4.77
p_total_w: 0.00153
numCtsBuffers: 5
sw_frac_of_total: 0.344
grt_pass1_wl_um: 5970
drv_cap: 0
power.internal_w: 0.00101
hold_viol_final: 0
stdcell_area_um2: 2320
leakage_nw: 0.886
fin_ws_ps: 1190
cts.sinks: 44
crit_buf_inv: 1
syn_area_um2: 1990
setup_violations: 0
hpwl_um: 2620
cts_setup_buffers: 0
power_frac_seq: 0.432
crit_arrival_ps: 2010
ff_latch_area_um2: 1260
ff_type: "edfxtp_1"
holdBufCountCts: 0
critical_path_depth: 4
slew_viol_final: 0
yosysChipArea_um2: 1990
firstDrtPassIters: 4
critPathMaxFanout: 15
required_ps: 3200
rows: 29
slowest_stage: "dfrtp_1"
crit_type: "reg -> out"
comb_area_um2: 688
r2r_cells: 5
reg2reg_slack_ps: 1900
floorplan.core_util: 0.312
power_density_nw_per_um2: 660
vias: 1116
grtUsageMet1: 0.173
ys_cells: 138
cts.htree.levels: 2
grt_pass1_vias: 1189
ctsResizeCount: 0
p_sw_w: 0.000528
core-area_um2: 6390
route.antenna.remaining_nets: 0
ir_drop_v: 0.000230
met2_usage: 0.166
rr_endpoint: "data_out[0]$_DFFE_PN0P_"
worstMarginPinSlew_ps: 641
grt.overflow.total: 0
layout-area-overhead-vs-synth_pct: 16.6
rsz0062_at_grt: "false"
tns_ps: 0
fillCellCount: 620
fp.dieH_um: 83.5
grtUsageMet3: 0.0492
wl_um: 3630
cts_tree: "built"
grt.total_usage: 0.114
endpoint: "empty"
r2r-start: "read_pointer[2]$_DFFE_PN0P_"
log.warning_count: 33
remaining_drc_errors: 0
crit_path_start: "read_pointer[2]$_DFFE_PN0P_"
clk_pin_slew_ps: 90
cpPeakStageDelay_ps: 700
period_minus_slack_ps: 2810
syn_inst: 138
synthArstFlopShare: 0.273
relSlewSlack: 0.571
edf_count: 32
finalClockPeriodUsage: 0.704
cts_buffer_depth: 2
yosysSeqAreaShare: 0.633
dieArea_um2: 6970
worst_setup_path_start_kind: "flip-flop"
die_w_um: 83.5
wl_per_cell_um: 15.5
io_buffers: 14
busiest_layer: "met1"
antenna_found_initial: 0
path_delay_family: "flip-flops"
path_cells: "xnor2_2 > nand2_1 > nor3_1 > clkdlybuf4s50_1"
routabilityCongestion: 0.817
grt_max_degree: 16
drive_gt1_frac: 0.115
comb_power_share: 0.341
clock.latency.late_pin_ps: 290
drtIter0Drc: 92
==> cells in the final DEF, fill, tap and decap left out, drive strengths merged <==
| master | instances |
|---|---|
| a31oi | 2 |
| nor2 | 8 |
| a222oi | 3 |
| clkbuf | 5 |
| o21ai | 2 |
| edfxtp | 32 |
| or3 | 1 |
| nor2b | 1 |
| nand2 | 12 |
| a41oi | 1 |
| and3 | 9 |
| nor3 | 2 |
| dfrtp | 12 |
| bufinv | 1 |
| clkinvlp | 1 |
| nor4 | 1 |
| inv | 7 |
| ha | 12 |
| a41o | 1 |
| and2 | 1 |
| a22o | 8 |
| mux2 | 5 |
| xor2 | 3 |
| mux2i | 1 |
| clkdlybuf4s50 | 14 |
| xnor2 | 7 |
| nand4 | 5 |
==> cell families (layout without fill, tap and decap cells) <==
family,after synthesis,in the layout,share of synthesized area
AOI/OAI and AO/OA,17,17,0.0810
muxes,6,6,0.0333
and+or+nand+nor,40,40,0.108
adders and majority gates,12,12,0.0753
buffers and inverters,9,28,0.0220
xor gates and xnor gates,10,10,0.0477
DFF,44,44,0.633
==> per-layer routing <==
metal	routed length, um	vias to the layer above
li1	-	551
met1	1750	517
met2	1560	46
met3	290	2
met4	25	0
met5	0	-
==> sequential cells by signal (all words and copies together), names as in the netlist <==
register	flops
read_pointer	4
fifo	32
write_pointer	4
data_out	4
==> through the flow <==
stage / util / std cells
detailed placement: 0.346 / 226
CTS: 0.364 / 234
finish: 0.364 / 234
floorplan: - / 138
global route: 0.364 / 234
global placement: 0.346 / 226
==> synthesized netlist by cell type, drive strengths merged (3+ instances only) <==
library cell	n	area (um^2)
mux2	5	56.3
xnor2	7	68.8
dfrtp	12	300
and3	9	56.3
edfxtp	32	961
xor2	3	26.3
nand4	5	31.3
inv	6	22.5
nor2	8	30.0
a222oi	3	30.0
nand2	12	45.0
a22o	8	70.1
ha	12	150
==> area by class of cell <==
cell class                 count  area share
clock buffer                   5      0.0296
tap                           77      0.0415
timing repair buffer          14      0.0603
multi-input combinational     85       0.296
sequential                    44       0.543
clock inverter                 3      0.0199
inverter                       6     0.00969
==> power groups by stage <==
stage	Sequential, W	Clock [W]	Combinational, W
6_report	0.000663	0.000348	0.000523
5_1_grt	0.000681	0.000370	0.000586
4_1_cts	0.000665	0.000351	0.000531
==> worst register-to-register path: stages (launching register included) <==
cell and delay (ps):
dfrtp_1 700, inv_1 220, ha_1 320, a222oi_1 360
nand4_1 180, a22o_1 200
==> how the worst min path moves through the flow <==
stage	start	endpoint	slack (ps)	cells after the start
after global routing	data_out[1]$_DFFE_PN0P_	data_out[1]$_DFFE_PN0P_	550	1
final	data_out[0]$_DFFE_PN0P_	data_out[0]$_DFFE_PN0P_	510	1
after CTS	data_out[1]$_DFFE_PN0P_	data_out[1]$_DFFE_PN0P_	520	1
Power and IR drop assume default switching activity.
