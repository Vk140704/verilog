### ./design.v
module ripplecarry_add_sub #(parameter size=4)(input[size-1:0] a,
input [size-1:0]b,
input ctrl,
output[size-1:0] s,
output[size-1:0]cout);
wire  [size-1:0] bc;
genvar g;
assign bc[0] = b[0]^ctrl;
fulladder fa0(a[0],bc[0],ctrl,s[0],cout[0]);
generate
 for(g=1;g<size;g=g+1)begin : add_sub
assign bc[g]=b[g]^ctrl;
fulladder fa(a[g],bc[g],cout[g-1],s[g],cout[g]);
end
endgenerate
endmodule
module fulladder(input a,b,cin,output sum , cout);
assign {cout,sum}={((a&b)|(b&cin)|(a&cin)),(a^b^cin)};
endmodule
### ./run.sh
#!/bin/bash
# OpenROAD 26Q1-2900-gdf79404cd8, Yosys 0.63+post, stock flow scripts
make -C /OpenROAD-flow-scripts/flow DESIGN_CONFIG=/design/flow/config.mk WORK_HOME=/design/flow/orfs finish
### ./config.mk
export PLATFORM = sky130hd
export DESIGN_NAME = ripplecarry_add_sub
export DESIGN_NICKNAME = ripplecarry_add_sub
export VERILOG_FILES = /design/flow/design.v
export SDC_FILE = /design/flow/constraint.sdc
export NUM_CORES = 4
export LEC_CHECK = 1
export CORE_AREA = 10 10 70 70
export DIE_AREA = 0 0 80 80
### ./constraint.sdc
current_design ripplecarry_add_sub

set clk_period 2.8
set clk_io_pct 0.2

create_clock -name clk0 -period $clk_period

set non_clock_inputs [all_inputs -no_clocks]
set_input_delay [expr $clk_period * $clk_io_pct] -clock clk0 $non_clock_inputs
set_output_delay [expr $clk_period * $clk_io_pct] -clock clk0 [all_outputs]
==> flow_metrics.py <==
# Synthesis and PnR figures
metrics = {
    "outcome": {
        "outcome": "complete, no violations",
    },
    "synthesis": {
        "common_cells": "8 x buf_4, 4 x xor2_1, 2 x ha_1, 2 x o21ai_0",
        "yosys.area.top_type": "buf_4",
        "ys_sh_xor_pct": 22.53,
        "synth_cell_types": 14,
        "mux_share_pct": 4.945,
        "top_cells_by_area": "buf_4 26%, xor2_1 15%, ha_1 11%, fa_1 8.8%, xor2_2 7.1%",
        "simple_gate_area_share_pct": 7.692,
        "most_common_cell": "buf_4",
        "aoi_share_pct": 18.68,
        "netlist.area_leader.share_pct": 26.37,
        "adder_share_pct": 19.78,
        "ys_warn_count": 0,
        "ys_seq_share_pct": 0,
        "synth_chip_area_sq_um": 227.7,
        "syn_inst": 26,
        "netlist_logic_family_top": "buffers and inverters",
        "ys_cells": 26,
        "syn_area_sq_um": 227.7,
        "avgSynthCellArea_sq_um": 8.758,
    },
    "critical_path": {
        "slowest_delay_ns": 0.41,
        "path_buffers": 3,
        "worst-path-max-fanout": 3,
        "start_kind": "input pin",
        "cp_slowest_cell": "clkdlybuf4s50_1",
        "cp.arrival_ns": 2.15,
        "required_ns": 2.24,
        "cp_top_family": "buffers and inverters",
        "path_cells": "dlygate4sd2_1, mux2_4, fa_2, buf_6, o21ai_1, nand2b_1, clkdlybuf4s50_1",
        "critPathKind": "in -> out",
        "crit_path_end_kind": "output port",
    },
    "place": {
        "numPortBuffers": 17,
        "hpwl_microns": 694.6,
        "placed_cell_area_sq_um": 470.5,
        "gp_congestion": 0.8253,
        "pre_cts_slack_ns": -0.6126,
    },
    "global_route": {
        "antenna_found_initial": 0,
        "grt_pass1_vias": 267,
        "grt_pass1_wl_mm": 1.373,
        "grt_usage_pct": 2.596,
        "grt_max_degree": 5,
        "grt_overflow": 0,
    },
    "cells_and_area": {
        "seq_area_sq_um": 0,
        "area_delta_synth_final_pct": 134.1,
        "flop-count": 0,
        "fin_area_sq_um": 533.0,
        "drive_gt1_share_pct": 48.94,
        "clkbuf_count": 0,
    },
    "run": {
        "cap_viol_max_count": 0,
        "openroad.warnings": 32,
    },
    "sta": {
        "relSlewSlack_pct": 84.62,
        "tns_ns": 0,
        "grt_setup_unrepaired": "no",
        "setup_viol": 0,
        "slew_violations": 0,
        "hold_violations": 0,
        "layout_min_cycle_time_ns": 2.712,
        "max_freq_mhz": 368.7,
        "fin_ws_ns": 0.08755,
        "min_period_over_period_pct": 96.87,
        "worst_pin_slew_ns": 0.2307,
    },
    "routing": {
        "vias_per_cell": 2.849,
        "num_antenna_cells": 0,
        "wl_microns": 875,
        "drtIter0Drc": 0,
        "routedWlPerCell_microns": 9.409,
        "first_pass_iters": 1,
        "ant_nets": 0,
        "drcViolationCount": 0,
        "num_vias": 265,
    },
    "die": {
        "num_rows": 21,
        "fp_util_pct": 6.667,
        "die_height_microns": 80,
        "die_width_microns": 80,
        "core_area_sq_um": 3416,
        "io_pins": 17,
        "die-area_sq_um": 6400,
    },
    "power_and_ir_drop": {
        "cellLeakagePower_nw": 0.2194,
        "peakVddDrop_uv": 38.45,
        "power.density_nw_per_um2": 222.6,
    },
    "clock_network": {
        "cts_hold_buf": 0,
    },
    "hold_path": {
        "hold_path_class": "in -> out",
    },
}
-- metrics by stage --
step | total power [mW] | utilization [%] | hold slack [ns] | std cells
3_5_place_dp | 0.1090 | 13.77 | 2.163 | 91
3_3_place_gp | 0.1098 | 13.77 | 2.162 | 91
5_1_grt | 0.1311 | 15.60 | 1.853 | 93
2_1_floorplan | 0.05379 | - | 1.269 | 26
6_report | 0.1186 | 15.60 | 1.814 | 93
4_1_cts | 0.1222 | 15.75 | 1.876 | 93
-- timing repair --
item,CTS,global route
pin swaps,5,1
gates resized,25,2
buffers inserted,2,0
endpoints found under the setup margin,6,3
gates cloned,0,0
-- routing by layer --
layer	vias to the layer above	global-route usage (%)	wire [microns]
met1	123	3.331	379
met2	17	3.772	313
li1	125	-	-
met5	-	0	0
met3	0	1.705	182
met4	0	0	0
-- tightest hold or removal path: stages --
cell and delay (ns):
dlygate4sd2_1 0.32, nor3_4 0.08, o21a_1 0.18, clkbuf_2 0.10
-- placed cells by master (no fill, tap or decap) --
master / instances
o21bai_1: 1
clkbuf_2: 1
dlygate4sd2_1: 7
xor2_1: 2
or3_1: 1
fa_2: 1
mux2_4: 1
ha_2: 1
o22ai_2: 1
o21ai_0: 1
buf_6: 2
xor2_2: 3
nor3_4: 1
buf_4: 10
ha_1: 1
o21ai_1: 1
nand2b_1: 1
clkdlybuf4s15_2: 1
clkdlybuf4s15_1: 1
clkdlybuf4s50_1: 7
o32a_4: 1
o21a_1: 1
-- logic make-up after synthesis --
| group | count (synthesis) |
|---|---|
| and+or+nand+nor | 3 |
| AOI/OAI and AO/OA | 6 |
| muxes | 1 |
| buffers and inverters | 8 |
| adders and majority gates | 3 |
| xor gates and xnor gates | 5 |
-- area by class of cell --
type | instances | area, sq um
timing repair buffer | 29 | 255.2
tap | 46 | 57.56
fill | 384 | 2883
multi-input combinational | 18 | 220.2
-- report_power, final --
| part | switching, mW | leakage [nW] | internal [mW] |
|---|---|---|---|
| Sequential | 0 | 0 | 0 |
| Combinational | 0.0409 | 0.219 | 0.0777 |
| Clock | 0 | 0 | 0 |
-- final timing paths --
path,from,to,slack (ns),cells after the start
setup / recovery,a[0],cout[2],0.09,7
hold / removal,a[2],s[3],1.81,4
No activity file was given, so power comes from the tool's default toggle rates.
