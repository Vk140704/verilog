--- /design/flow/run.sh ---
#!/bin/bash
# OpenROAD 26Q1-2900-gdf79404cd8, Yosys 0.63+post, stock flow scripts
make -C /OpenROAD-flow-scripts/flow DESIGN_CONFIG=/design/flow/config.mk WORK_HOME=/design/flow/orfs finish
--- /design/flow/config.mk ---
export PLATFORM = sky130hd
export DESIGN_NAME = booth_multiplier
export DESIGN_NICKNAME = booth_multiplier
export VERILOG_FILES = /design/flow/design.v
export SDC_FILE = /design/flow/constraint.sdc
export NUM_CORES = 4
export LEC_CHECK = 1
export CORE_AREA = 10 10 81 81
export DIE_AREA = 0 0 91 91
--- /design/flow/constraint.sdc ---
current_design booth_multiplier

set clk_period 7.0
set clk_io_pct 0.2

create_clock -name clk0 -period $clk_period

set non_clock_inputs [all_inputs -no_clocks]
set_input_delay [expr $clk_period * $clk_io_pct] -clock clk0 $non_clock_inputs
set_output_delay [expr $clk_period * $clk_io_pct] -clock clk0 [all_outputs]
--- /design/flow/design.v ---
module booth_multiplier(
    input  signed [3:0] M,    
    input  signed [3:0] Q,    
    output reg signed [7:0] P  
);
    reg signed [7:0] A;   
    reg signed [7:0] S;   
    reg signed [8:0] ACC;  
    integer i;
    always @(*) begin
        A = { M, 4'b0000 };
        S = { -M, 4'b0000 };
        ACC = { 4'b0000, Q, 1'b0 };
        for(i = 0; i < 4; i = i + 1) begin
            case(ACC[1:0])
                2'b01:  ACC[8:1] = ACC[8:1] + A;   
                2'b10:  ACC[8:1] = ACC[8:1] + S;   
                default: ;                          
            endcase
            ACC = { ACC[8], ACC[8:1] };
        end
        P = ACC[8:1];
    end
endmodule
==> ci_impl_report.md <==
### Flow metrics

| Metric | Value |
|---|---|
| Core Area | 0.00482 mm^2 |
| Crit path capture type | primary output |
| Syn_area_per_cell | 7.49 um^2 |
| CP max stage cell | or4_4 |
| Rel. slew slack | 0.674 |
| Clock buf count | 0 |
| Seq pwr share | 0 |
| Hold-fix buffers at CTS | 0 |
| Synthesized instance count | 94 |
| Switch share | 0.378 |
| Hold Path Depth | 5 |
| Yosys warnings | 1 |
| FP Rows | 25 |
| Crit-path max FO | 3 |
| Fillers | 512 |
| WL final | 2.01 mm |
| Seq/Total Area, Yosys | 0 |
| Status | complete, no violations |
| Ports | 16 |
| Power Total | 206 uW |
| Power Internal | 128 uW |
| Via count | 794 |
| Yosys Instances | 94 |
| Logic pwr share | 1.000 |
| FF+latch area | 0 um^2 |
| Post-synthesis cell area | 704 um^2 |
| Worst IR Drop VDD | 0.0468 mV |
| Tool warnings | 32 |
| Final Hold Viols | 0 |
| Crit-path cells | dlygate4sd2_1 > or4_4 > nand3_4 > inv_2 > ha_4 > a21oi_2 > or4b_1 > a32oi_2 > inv_2 > ha_4 > a21oi_4 > xnor2_2 > nor2_2 > xnor2_2 > buf_4 > buf_4 > buf_4 > buf_4 > buf_4 > mux2_2 > clkdlybuf4s50_1 |
| HPWL after DPL | 1.52 mm |
| Pwr/cell area | 153 mW/mm^2 |
| Crit-path most repeated cell | buf_4 |
| Pre-antenna DRT Iters | 4 |
| Power share of the clock group | 0 |
| Post-synth top area share | 0.213 |
| Die W | 91 um |
| Tightest Pin Transition | 0.483 ns |
| Yosys chip area | 704 um^2 |
| Placer Congestion | 0.869 |
| Overflow after GRT | 0 |
| Vias in the first global route | 795 |
| First-pass GRT wire length | 3.47 mm |
| # DRC | 0 |
| Part of the cycle the worst path needs | 0.973 |
| Total Routing Usage GR | 0.0465 |
| CP arrival | 5.41 ns |
| Max Cap Violations | 0 |
| Drt wl/cell | 9.53 um |
| Switch Pwr | 78.1 uW |
| Tmin final | 6.81 ns |
| Routed vias/inst | 3.76 |
| Top post-synthesis cells by count | ha_1 (12), inv_1 (12), nor2_1 (9), nand2_1 (8), xnor2_1 (8) |
| Fmax | 147 MHz |
| Post-synthesis cell type count | 20 |
| Leakage | 0.656 nW |
| Hold slack | 3.54 ns |
| Logic area | 790 um^2 |
| Worst path required time | 5.60 ns |
| Fin. max-slew vios | 0 |
| Critical path's largest stage delay | 0.53 ns |
| CP Class | in2out |
| Area growth syn-to-layout | 91.7% |
| Largest net degree at the start of global routing | 9 |
| Area leader, netlist | ha_1 |
| Top cells by area | ha_1 (21%), xnor2_1 (9.9%), xor2_1 (8.7%) |
| Detailed Route Iter0 Violations | 9 |
| Antenna cells | 0 |
| Layout cell share with drive strength beyond 1 | 0.479 |
| Port bufs | 16 |
| Init Core Util | 0.146 |
| # setup viols final | 0 |
| Die area | 0.00828 mm^2 |
| CP Launch Type | input port |
| Die height | 91 um |
| Initial antenna violation count | 0 |
| Antenna violation net count after detailed routing | 0 |
| Min-Delay Path Class | in2out |
| FF+latch count | 0 |
==> metrics by stage <==
step | utilization | instances | area (um^2) | setup WS, ns | setup TNS [ns]
floorplan | - | 94 | 704 | 0.400 | 0
global placement | 0.232 | 199 | 1120 | -0.432 | -1.32
detailed placement | 0.232 | 199 | 1120 | -0.484 | -1.47
CTS | 0.262 | 208 | 1260 | 0.0125 | 0
global route | 0.280 | 211 | 1350 | -0.0599 | -0.0654
finish | 0.280 | 211 | 1350 | 0.191 | 0
==> layer usage <==
metal	track usage	part of all wire	vias up
met5	0	0	-
met4	0.00653	0.0099	0
met3	0.00166	0.011	2
met2	0.0817	0.52	10
met1	0.0629	0.45	359
li1	-	-	423
==> worst paths after layout <==
path / to / slack [ns] / startpoint
setup / recovery: P[5] / 0.19 / M[1]
hold / removal: P[0] / 3.54 / M[0]
==> power groups by stage <==
stage / registers (mW) / logic [mW] / clock network, mW
CTS: 0 / 0.193 / 0
global route: 0 / 0.231 / 0
finish: 0 / 0.206 / 0
==> final cells by class <==
cell class / instances / share of cell area
repair buffers: 53 / 0.320
inverters: 12 / 0.0334
well taps: 67 / 0.0621
multi-input cells: 79 / 0.585
==> cells by family (layout without fill, tap and decap cells) <==
logic type | count (synthesis) | in the layout | share of synthesized area
adders and majority gates | 15 | 15 | 0.298
and+or+nand+nor | 24 | 24 | 0.156
muxes | 5 | 5 | 0.0799
buffers and inverters | 15 | 65 | 0.0906
AOI/OAI and AO/OA | 20 | 20 | 0.188
xor gates and xnor gates | 15 | 15 | 0.187
==> layout by cell type, fill, tap and decap left out, types with 2 or more instances in the layout <==
master           Yosys  layout
nand2_1              8       7
a21o_1               3       3
a21oi_2              0       3
ha_4                 0       3
xnor2_1              8       5
dlygate4sd2_1        0       2
mux2_2               5       5
fa_1                 3       2
clkdlybuf4s50_1      0       8
ha_1                12       8
o21ai_0              6       4
xor2_1               7       7
nand2b_1             3       2
inv_1               12       9
o21ai_2              0       2
o31ai_1              5       4
buf_4                2      36
inv_2                0       3
xnor2_2              0       2
dlymetal6s2s_1       0       3
nor2_1               9       8
clkbuf_2             0       3
==> what timing repair did <==
action | in CTS | in global routing
setup buffers | 9 | 3
hold endpoints to repair | 0 | 0
pin swaps | 12 | 16
resized | 21 | 24
setup endpoints to repair | 4 | 4
cloned | 0 | 0
==> critical path: cells and delay by family <==
kind                       cells  cell delay [ns]
and+or+nand+nor                4             1.13
adders and majority gates      2             0.45
xor gates and xnor gates       2             0.27
AOI/OAI and AO/OA              3             0.50
buffers and inverters          9             1.39
muxes                          1             0.25
Power is estimated from default activity; no workload was simulated.
